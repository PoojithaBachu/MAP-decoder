--- constraint.sdc ---
current_design top_fwd

set clk_period 44.8
set clk_io_pct 0.2

create_clock -name clk0 -period $clk_period [get_ports {clk}]

set non_clock_inputs [all_inputs -no_clocks]
set_input_delay [expr $clk_period * $clk_io_pct] -clock clk0 $non_clock_inputs
set_output_delay [expr $clk_period * $clk_io_pct] -clock clk0 [all_outputs]
--- config.mk ---
export PLATFORM = sky130hd
export DESIGN_NAME = top_fwd
export DESIGN_NICKNAME = top_fwd
export VERILOG_FILES = /design/flow/design.v
export SDC_FILE = /design/flow/constraint.sdc
export NUM_CORES = 4
export LEC_CHECK = 1
export CORE_UTILIZATION = 50
--- design.v ---
`timescale 1ns / 1ps
module adder(a,b,s,clk);
input clk;
input signed [15:0] a,b;
output reg signed[15:0] s;
always @(posedge clk)
    begin
        s = a+b;
    end
endmodule
`timescale 1ns / 1ps
module alpha_SRAM(write_read,in_data0,in_data1,in_data2,in_data3,in_data4,in_data5,in_data6,in_data7,out_data0,out_data1,out_data2,out_data3,out_data4,out_data5,out_data6,out_data7,clk,addr,write_done,read_done,rst);
parameter addr_width = 7;
parameter mem_width = 71;
parameter data_width =15;
input signed [data_width:0]in_data0,in_data1,in_data2,in_data3,in_data4,in_data5,in_data6,in_data7;
input write_read,clk,rst;
input [addr_width:0] addr;
output reg signed [data_width:0] out_data0,out_data1,out_data2,out_data3,out_data4,out_data5,out_data6,out_data7;
output reg write_done,read_done;
reg [data_width:0] mem[0:mem_width];
always@(posedge clk)
    begin
        if(rst)
            begin
                write_done<=0;
                read_done <= 0; 
                mem[0] <=16'd0; mem[1] <= 16'd1; mem[2] <= 16'd2; mem[3] <= 16'd3;
                mem[4] <= 16'd4; mem[5] <= 16'd5; mem[6] <= 16'd6; mem[7] <= 16'd7;
            end
        else if(write_read)  
            begin
               mem[addr] <= in_data0;
               mem[addr+1] <= in_data1;
               mem[addr+2] <= in_data2;
               mem[addr+3] <= in_data3;
               mem[addr+4] <= in_data4;
               mem[addr+5] <= in_data5;
               mem[addr+6] <= in_data6;
               mem[addr+7] <= in_data7;
               write_done <=1;
            end
        else
            begin
                out_data0 <= mem[addr];
                out_data1 <= mem[addr+1];
                out_data2 <= mem[addr+2];
                out_data3 <= mem[addr+3];
                out_data4 <= mem[addr+4];
                out_data5 <= mem[addr+5];
                out_data6 <= mem[addr+6];
                out_data7 <= mem[addr+7];
                read_done <= 1;
            end    
    end
endmodule
`timescale 1ns / 1ps
module comp(in1,in2,out,clk);
input clk;
input signed[15:0] in1,in2;
output reg signed[15:0] out;
reg signed [15:0]sub;
always @(posedge clk)
    begin
        sub =  in1 - in2;
        if(sub[15] ==1)
            out = in2;
        else
            out = in1;
    end
endmodule
`timescale 1ns / 1ps
module cont_fwd(clk,rst,w_r,ad_addr,count,done_count,done_fwd,count_main,stop);
input clk,rst;
input [3:0] count, done_count;
input [7:0] count_main;
output reg w_r,done_fwd,stop;
output reg [7:0] ad_addr;
reg [3:0] state;
parameter S0 = 4'b0000,
          S1 = 4'b0001,
          S2 = 4'b0010,
          S3 = 4'b0011,
          S4 = 4'b0100,
          S5 = 4'b0101,
          S6 = 4'b0110,
          S7 = 4'b0111,
          S8 = 4'b1000;
always @(posedge clk)
    begin
        if(rst)
            begin
                state <=S0;
            end
        else
            begin
                case(state)
                    S0: begin  
                          w_r <=0;
                          ad_addr <= 8'b000000;
                          state<= S1;  
                        end
                    S1: begin   
                        state<=S2;
                        end
                    S2: begin   
                        state<=S3;
                        end
                    S3: begin   
                            ad_addr <= ad_addr+8;
                            w_r <=1;
                            state <= S4;
                        end
                    S4: begin
                        w_r <=0;
                        if(done_count<4'd7)
                            begin
                                state<=S1;
                            end
                        else
                            state<=S5;
                        end
                   S5 : begin
                            done_fwd <=1;
                            state<=S6;
                        end
                   S6:begin
                            done_fwd <=0;
                            if(count_main ==8'd68)
                                begin
                                    state <= S7;
                                    ad_addr <= 8'd8;  
                                end
                            else
                                state<=S6;
                      end
                  S7 : begin
                            ad_addr <= ad_addr + 8;   
                            if(count_main ==8'd79)
                                begin
                                    state<=S8;
                                end
                            else 
                                state<=S7;
                       end
                  S8: begin
                        stop <=1'b1;
                      end
                endcase
            end
    end
endmodule
`timescale 1ns / 1ps
module counter(clk,rst,count,done_count,done_fwd);
input clk, rst,done_fwd;
output reg [3:0] count;
output reg [3:0] done_count;
always @(posedge clk)
    begin
        if(rst) begin count <=0;
                      done_count <=0;
                end
        else count = count+1;
        if(count == 4'd6)
            begin
            done_count<=done_count+1;
            count <=4'd2;
            end
        if(done_fwd)
            begin
                done_count <=4'bXXXX;
                count<=4'bXXXX;
            end
    end
endmodule
`timescale 1ns / 1ps
module gama_ROM(g00,g01,g10,g11,g20,g21,g30,g31,g40,g41,g50,g51,g60,g61,g70,g71,clk);
input clk;
output reg signed [15:0] g00,g01,g10,g11,g20,g21,g30,g31,g40,g41,g50,g51,g60,g61,g70,g71;
 reg [15:0]data[0:15];
 initial begin
    data[0] = 16'd5;  
    data[1] = 16'd4;  
    data[2] = 16'd1;  
    data[3] = 16'd10;  
    data[4] = 16'd15;  
    data[5] = 16'd3;  
    data[6] = 16'd2;  
    data[7] = 16'd2;  
    data[8] = 16'd6;  
    data[9] = 16'd11;  
    data[10] = 16'd7;  
    data[11] = 16'd9;  
    data[12] = 16'd13;  
    data[13] = 16'd17;  
    data[14] = 16'd14;  
    data[15] = 16'd6;  
    end
    always @(posedge clk)
        begin
            g00 <= data[0];
            g10 <= data[1];
            g20 <= data[2];
            g30 <= data[3];
            g40 <= data[4];
            g50 <= data[5];
            g60 <= data[6];
            g70 <= data[7];
            g01 <= data[8];
            g11 <= data[9];
            g21 <= data[10];
            g31 <= data[11];
            g41 <= data[12];
            g51 <= data[13];
            g61 <= data[14];
            g71 <= data[15];
        end
endmodule
`timescale 1ns / 1ps
module one_stage(clk,rst,ad_addr,a0,a1,a2,a3,a4,a5,a6,a7,w_r);
output signed [15:0] a0,a1,a2,a3,a4,a5,a6,a7;
input clk,rst,w_r;
input [7:0] ad_addr;
wire signed [15:0] ad_0,ad_1,ad_2,ad_3,ad_4,ad_5,ad_6,ad_7;
wire signed [15:0]g00,g01,g10,g11,g20,g21,g30,g31,g40,g41,g50,g51,g60,g61,g70,g71;
wire signed [15:0] s00,s01,s10,s11,s20,s21,s30,s31,s40,s41,s50,s51,s60,s61,s70,s71;
gama_ROM gama(.clk(clk),.g00(g00),.g10(g10),.g20(g20),.g30(g30),.g40(g40),.g50(g50),.g60(g60),.g70(g70),.g01(g01),.g11(g11),.g21(g21),.g31(g31),.g41(g41),.g51(g51),.g61(g61),.g71(g71));
alpha_SRAM alpha_mem(.clk(clk),.rst(rst),.write_read(w_r),.addr(ad_addr),.in_data0(ad_0),.in_data1(ad_1),.in_data2(ad_2),.in_data3(ad_3),.in_data4(ad_4),.in_data5(ad_5),.in_data6(ad_6),.in_data7(ad_7),.out_data0(a0),.out_data1(a1),.out_data2(a2),.out_data3(a3),.out_data4(a4),.out_data5(a5),.out_data6(a6),.out_data7(a7));
adder ad00(.a(a0),.b(g00),.s(s00),.clk(clk));
adder ad01(.a(a1),.b(g11),.s(s01),.clk(clk));
comp c0(.in1(s00),.in2(s01),.out(ad_0),.clk(clk));
adder ad10(.a(a3),.b(g30),.s(s10),.clk(clk));
adder ad11(.a(a2),.b(g21),.s(s11),.clk(clk));
comp c1(.in1(s10),.in2(s11),.out(ad_1),.clk(clk));
adder ad20(.a(a4),.b(g40),.s(s20),.clk(clk));
adder ad21(.a(a5),.b(g51),.s(s21),.clk(clk));
comp c2(.in1(s20),.in2(s21),.out(ad_2),.clk(clk));
adder ad30(.a(a7),.b(g70),.s(s30),.clk(clk));
adder ad31(.a(a6),.b(g71),.s(s31),.clk(clk));
comp c3(.in1(s30),.in2(s31),.out(ad_3),.clk(clk));
adder ad40(.a(a1),.b(g10),.s(s40),.clk(clk));
adder ad41(.a(a0),.b(g01),.s(s41),.clk(clk));
comp c4(.in1(s40),.in2(s41),.out(ad_4),.clk(clk));
adder ad50(.a(a2),.b(g20),.s(s50),.clk(clk));
adder ad51(.a(a3),.b(g31),.s(s51),.clk(clk));
comp c5(.in1(s50),.in2(s51),.out(ad_5),.clk(clk));
adder ad60(.a(a5),.b(g50),.s(s60),.clk(clk));
adder ad61(.a(a4),.b(g41),.s(s61),.clk(clk));
comp c6(.in1(s60),.in2(s61),.out(ad_6),.clk(clk));
adder ad70(.a(a6),.b(g60),.s(s70),.clk(clk));
adder ad71(.a(a7),.b(g71),.s(s71),.clk(clk));
comp c7(.in1(s70),.in2(s71),.out(ad_7),.clk(clk));
endmodule
`timescale 1ns / 1ps
module top_fwd(clk,rst,done_fwd,a0,a1,a2,a3,a4,a5,a6,a7,count_main);
input clk,rst;
input [7:0] count_main;
output signed [15:0] a0,a1,a2,a3,a4,a5,a6,a7;
output done_fwd;
wire w_r_fwd,done_fwd;
wire [7:0] ad_addr;
wire [3:0] count,done_count;
cont_fwd cont1(.clk(clk),.rst(rst),.w_r(w_r_fwd),.ad_addr(ad_addr),.count(count),.done_count(done_count),.done_fwd(done_fwd),.count_main(count_main));
counter count1(.clk(clk),.rst(rst),.count(count),.done_count(done_count),.done_fwd(done_fwd));
one_stage stage1(.clk(clk),.rst(rst),.ad_addr(ad_addr),.a0(a0),.a1(a1),.a2(a2),.a3(a3),.a4(a4),.a5(a5),.a6(a6),.a7(a7),.w_r(w_r_fwd));
endmodule
--- run.sh ---
#!/bin/bash
# OpenROAD 26Q1-2900-gdf79404cd8, Yosys 0.63+post, stock flow scripts
make -C /OpenROAD-flow-scripts/flow DESIGN_CONFIG=/design/flow/config.mk WORK_HOME=/design/flow/orfs finish
==> load_flow_metrics.sql <==
-- physical implementation figures
INSERT INTO impl_metrics (metric_group, metric, value, unit) VALUES
('clock_tree', 'cts_num_sinks', '1679', ''),
('critical_path', 'cp-start-kind', 'input pin', ''),
('floorplan', 'io_pins', '139', ''),
('run', 'log.warning_count', '46', ''),
('finish', 'largest_register_ff_count', '1152', ''),
('logic_synthesis', 'synth_stat.cells', '5161', ''),
('finish', 'areaGrowthSynthToFinish', '11.2', '%'),
('run', 'max-cap-violations', '0', ''),
('power', 'max-vdd-ir-drop', '0.0312', 'mV'),
('placed_design', 'gpl.final_weighted_congestion', '0.893', ''),
('final_timing', 'finalWorstPathRequiredPeriod', '12530', 'ps'),
('logic_synthesis', 'postSynthAreaPerCell', '14.3', 'um2'),
('logic_synthesis', 'postSynth.asyncResetShare', '0', ''),
('clock_tree', 'setup_fix_buffers_added_after_clock_tree_synthesis', '0', ''),
('final_timing', 'timing.final.setup_violations', '0', ''),
('placed_design', 'buffer_ports.inserted', '138', ''),
('clock_tree', 'number_of_buffers_inserted_for_hold_repair_after_clock_tree_synthesis', '0', ''),
('placed_design', 'dp.final_hpwl', '129000', 'um'),
('critical_path', 'timing.critical_path.to_type', 'flop', ''),
('logic_synthesis', 'synth.yosys.warnings', '6', ''),
('logic_synthesis', 'syn-cell-area', '73900', 'um2'),
('final_timing', 'final.setup.tns', '0', 'ps'),
('logic_synthesis', 'synth-area-yosys', '73900', 'um2'),
('detailed_routing', 'detailedRoute.firstIterationViolations', '2672', ''),
('power', 'p_per_area', '44.0', 'nW/um2'),
('logic_synthesis', 'seq_area_frac_synth', '0.629', ''),
('final_timing', 'slew_violations', '0', ''),
('power', 'leakage_dissipation', '33.3', 'nW'),
('logic_synthesis', 'area_leaders', 'edfxtp_1, dfxtp_1, a21o_1', ''),
('clock_tree', 'clk_pin_slew_worst_paths', '60', 'ps'),
('final_timing', 'fin_skew', '28.8', 'ps'),
('global_routing', 'antenna_found_initial', '8', ''),
('detailed_routing', 'finalWirelength', '192000', 'um'),
('finish', 'finish.cell_count_without_fillers', '7187', ''),
('clock_tree', 'clock_latency', '810', 'ps'),
('clock_tree', 'cts-resized-gates', '0', ''),
('logic_synthesis', 'enable_flop_cells', '1290', ''),
('detailed_routing', 'drt.antenna.violating_nets', '0', ''),
('detailed_routing', 'drt_pass1_iterations', '5', ''),
('final_timing', 'worstMarginPinSlew', '989', 'ps'),
('critical_path', 'critical_path.slowest_cell', 'clkdlybuf4s50_1', ''),
('logic_synthesis', 'synthFlopType', 'edfxtp_1', ''),
('critical_path', 'timing.critical_path.arrival', '13080', 'ps'),
('floorplan', 'die_width', '387', 'um'),
('critical_path', 'worst-setup-path-type', 'input pin to flop', ''),
('logic_synthesis', 'post_synth_num_cell_types', '54', ''),
('detailed_routing', 'remaining_routing_drc_violations', '0', ''),
('floorplan', 'floorplanUtilization', '0.505', ''),
('logic_synthesis', 'yosysTopAreaCell', 'edfxtp_1', ''),
('logic_synthesis', 'synthDominantCellAreaShare', '0.524', ''),
('finish', 'most_used_logic_cell_in_the_final_layout', 'edfxtp_1', ''),
('critical_path', 'critPathMaxFanout', '55', ''),
('hold_path', 'hp-class', 'flop to flop', ''),
('final_timing', 'timing_hold_violations_final', '0', ''),
('critical_path', 'crit_top_cell', 'buf_4', ''),
('global_routing', 'globalRoute.totalOverflow', '0', ''),
('detailed_routing', 'route.vias.total', '41246', ''),
('floorplan', 'core-area', '146000', 'um2'),
('global_routing', 'first_global_vias', '41602', ''),
('clock_tree', 'tritoncts_clock_tree', 'yes', ''),
('logic_synthesis', 'netlist_instances', '5161', ''),
('global_routing', 'global_route.usage.total', '0.285', ''),
('finish', 'ratio_of_cells_with_drive_above_1_in_the_final_layout', '0.148', ''),
('final_timing', 'finalCritPeriodShare', '0.280', ''),
('outcome', 'outcome', 'completed', ''),
('final_timing', 'max-slew-margin-rel', '0.339', ''),
('detailed_routing', 'routed_wire_length_per_instance', '26.7', 'um'),
('clock_tree', 'cts_buffers', '176', ''),
('logic_synthesis', 'synth_flops', '1679', ''),
('floorplan', 'die_h', '387', 'um'),
('critical_path', 'slowest_delay', '810', 'ps');
layer usage:
metal	track usage	vias up	part of all wire
li1	-	18897	-
met1	0.445	20726	0.40
met2	0.422	1347	0.48
met3	0.0857	270	0.078
met4	0.0961	6	0.042
met5	0	-	0.00015
cell type report:
type	instances	area, um2
well taps	1917	2400
diodes	11	27.5
repair buffers	268	2440
multi-input cells	2833	24800
clock inverters	67	468
inverters	148	556
clock buffers	264	5040
flip-flops and latches	1679	46500
fillers	11430	64100
logic make-up (layout without fill, tap and decap cells):
| family | Yosys count | in the layout | synth area share |
|---|---|---|---|
| flops | 1679 | 1679 | 0.629 |
| compound gates | 1166 | 1166 | 0.111 |
| simple gates | 783 | 783 | 0.0537 |
| buf+inv | 649 | 747 | 0.0366 |
| mux | 512 | 512 | 0.117 |
| xor+xnor | 236 | 236 | 0.0294 |
| fa+ha+maj | 136 | 136 | 0.0230 |
| other cells | 0 | 11 | 0 |
cells in the mapped netlist (6+ instances only):
cell / number
nor2b_1: 137
mux4_2: 256
edfxtp_1: 1290
nand4_1: 35
nor2_1: 124
or2_2: 7
buf_1: 139
or3_1: 8
buf_2: 118
buf_4: 10
nand2b_1: 23
mux2_2: 72
nor3_1: 17
ha_1: 136
o21ai_0: 161
and2_1: 119
mux2_4: 49
nand2_1: 230
nand3_1: 51
mux2i_1: 130
a21oi_1: 67
inv_1: 148
xnor2_1: 116
clkbuf_1: 228
xor2_1: 113
dfxtp_1: 389
o21ai_1: 7
a21o_1: 906
and3_1: 13
o21a_1: 7
a31oi_1: 6
worst max-delay path, delay by kind of cell:
family	cells	cell delay (ps)
buffers and inverters	4	2610
and+or+nand+nor	3	1170
AOI/OAI and AO/OA	1	210
metrics by stage:
step / cell area (um2) / power [mW] / setup WS [ps] / hold WS (ps) / util
5_1_grt: 82200 / 3.74 / 31960 / 443 / 0.562
6_report: 82200 / 3.61 / 32270 / 424 / 0.562
4_1_cts: 82200 / 3.65 / 32310 / 442 / 0.562
3_5_place_dp: 76700 / 2.25 / 31430 / 429 / 0.524
3_3_place_gp: 76700 / 2.25 / 31520 / 416 / 0.524
2_1_floorplan: 73900 / 2.11 / 29500 / 323 / -
path summary, 6_finish.rpt:
| path | startpoint | endpoint | depth (start not counted) | slack, ps |
|---|---|---|---|---|
| worst min-delay path | stage1.alpha_mem.out_data1[0] | stage1.ad40.s[0] | 0 | 420 |
| worst min register to register | stage1.alpha_mem.out_data1[0] | stage1.ad40.s[0] | 0 | 420 |
| worst max register to register | cont1.ad_addr[3] | stage1.alpha_mem.out_data3[9] | 9 | 39870 |
| worst max-delay path | rst | stage1.alpha_mem.mem[30][11] | 8 | 32270 |
report_power, final:
part / switching, mW / leakage [nW] / internal, mW / total [mW]
combinational: 0.193 / 15.5 / 0.171 / 0.364
clock: 0.601 / 2.70 / 0.795 / 1.40
sequential: 0.0937 / 15.1 / 1.76 / 1.85
Power and IR drop assume default switching activity.
