===== ./run.sh =====
#!/bin/bash
# OpenROAD 26Q1-2900-gdf79404cd8, Yosys 0.63+post, stock flow scripts
make -C /OpenROAD-flow-scripts/flow DESIGN_CONFIG=/design/flow/config.mk WORK_HOME=/design/flow/orfs finish

===== ./config.mk =====
export PLATFORM = sky130hd
export DESIGN_NAME = fwd_eta
export DESIGN_NICKNAME = fwd_eta
export VERILOG_FILES = /design/flow/design.v
export SDC_FILE = /design/flow/constraint.sdc
export NUM_CORES = 4
export LEC_CHECK = 1
export CORE_UTILIZATION = 40

===== ./constraint.sdc =====
current_design fwd_eta

set clk_period 15.7
set clk_io_pct 0.2

create_clock -name clk0 -period $clk_period [get_ports {clk}]

set non_clock_inputs [all_inputs -no_clocks]
set_input_delay [expr $clk_period * $clk_io_pct] -clock clk0 $non_clock_inputs
set_output_delay [expr $clk_period * $clk_io_pct] -clock clk0 [all_outputs]

===== ./design.v =====
`timescale 1ns / 1ps
module fwd_eta(a0,a1,a2,a3,a4,a5,a6,a7,b0,b1,b2,b3,b4,b5,b6,b7,clk,rst,e00,e10,e20,e30,e40,e50,e60,e70,e01,e11,e21,e31,e41,e51,e61,e71);
input signed [15:0] a0,a1,a2,a3,a4,a5,a6,a7,b0,b1,b2,b3,b4,b5,b6,b7;
input clk,rst;
output reg signed [15:0] e00,e10,e20,e30,e40,e50,e60,e70,e01,e11,e21,e31,e41,e51,e61,e71;
wire signed [15:0]g00,g01,g10,g11,g20,g21,g30,g31,g40,g41,g50,g51,g60,g61,g70,g71;
gama_ROM gama(.clk(clk),.g00(g00),.g10(g10),.g20(g20),.g30(g30),.g40(g40),.g50(g50),.g60(g60),.g70(g70),.g01(g01),.g11(g11),.g21(g21),.g31(g31),.g41(g41),.g51(g51),.g61(g61),.g71(g71));
always @(posedge clk)
    begin
        if(!rst)
            begin
                e00 = a0 + b0 + g00;
                e10 = a1 + b1 + g10;
                e20 = a2 + b2 + g20;
                e30 = a3 + b3 + g30;
                e40 = a4 + b4 + g40;
                e50 = a5 + b5 + g50;
                e60 = a6 + b6 + g60;
                e70 = a7 + b7 + g70;
                e01 = a0 + b0 + g01;
                e11 = a1 + b1 + g11;
                e21 = a2 + b2 + g21;
                e31 = a3 + b3 + g31;
                e41 = a4 + b4 + g41;
                e51 = a5 + b5 + g51;
                e61 = a6 + b6 + g61;
                e71 = a7 + b7 + g71;
            end
    end
endmodule
`timescale 1ns / 1ps
module gama_ROM(g00,g01,g10,g11,g20,g21,g30,g31,g40,g41,g50,g51,g60,g61,g70,g71,clk);
input clk;
output reg signed [15:0] g00,g01,g10,g11,g20,g21,g30,g31,g40,g41,g50,g51,g60,g61,g70,g71;
 reg [15:0]data[0:15];
 initial begin
    data[0] = 16'd5;  
    data[1] = 16'd4;  
    data[2] = 16'd1;  
    data[3] = 16'd10;  
    data[4] = 16'd15;  
    data[5] = 16'd3;  
    data[6] = 16'd2;  
    data[7] = 16'd2;  
    data[8] = 16'd6;  
    data[9] = 16'd11;  
    data[10] = 16'd7;  
    data[11] = 16'd9;  
    data[12] = 16'd13;  
    data[13] = 16'd17;  
    data[14] = 16'd14;  
    data[15] = 16'd6;  
    end
    always @(posedge clk)
        begin
            g00 <= data[0];
            g10 <= data[1];
            g20 <= data[2];
            g30 <= data[3];
            g40 <= data[4];
            g50 <= data[5];
            g60 <= data[6];
            g70 <= data[7];
            g01 <= data[8];
            g11 <= data[9];
            g21 <= data[10];
            g31 <= data[11];
            g41 <= data[12];
            g51 <= data[13];
            g61 <= data[14];
            g71 <= data[15];
        end
endmodule

==> run_results.csv <==
group,metric,value,unit
status,status,"complete, no violations",
run,max_cap_violations,0,
clock_network,cts_tree,"built",
sta,rsz0062_at_grt,"false",
cells_and_area,drive_gt1_frac,0.0455,
routing,drt-initial-drc-count,762,
cells_and_area,fin_cells,2829,
routing,num_vias,14700,
power,total_power,2.59,mW
sta,period_minus_slack,6.25,ns
sta,setup_viol,0,
grt,grt_max_degree,112,
routing,routedWlPerCell,19.0,um
power,power_switching,764,uW
routing,wl,53.8,mm
sta,fin_ws,9.45,ns
clock_network,clockBufferDepth,3,
die,fp_util,0.408,
grt,grt_pass1_wl,80.8,mm
grt,grt_pass1_vias,14100,
yosys,ys_cells,1695,
yosys,yosysWarningCount,2,
yosys,yosysSeqAreaShare,0.422,
clock_network,post_cts_buffers,0,
place,port_buffers,513,
die,io_pins,514,
setup_path,required,16.02,ns
yosys,flop_cell,"edfxtp_1",
die,core_area,43400,um2
setup_path,crit_path_end_kind,"register",
hold_path,whs_endpoint,"e70[0]",
grt,grt_use_total,0.248,
hold_path,hold_class,"primary input to register",
place,hpwl,44.6,mm
yosys,ys_types,89,
setup_path,slowest_delay,0.67,ns
setup_path,cpMaxStageDelayCell,"a211oi_1",
die,chipWidth,212,um
yosys,synthArstFlopShare,0,
clock_network,root_buffer,"clkbuf_16",
sta,setup_tns,0,ns
hold_path,min_from,"b7[0]",
yosys,ys_seq_elements,249,
yosys,topCellsByArea,"edfxtp_1, ha_1, xnor2_1",
power,share_comb_of_total_power,0.358,
die,die-height,212,um
yosys,enable_flop_cells,249,
place,place_congestion,0.959,
place,pre_cts_slack,8.82,ns
sta,fmax,160,MHz
clock_network,cts_buffers,30,
yosys,syn_area_per_cell,10.4,um2
power,peakVddDrop,88.4,uV
routing,routed_via_density,5.20,
sta,hold_viol_final,0,
setup_path,crit_top_cell,"o21ai_0",
setup_path,arrival,6.58,ns
cells_and_area,syn_to_final_growth,38.4,%
grt,antenna_found_initial,4,
power,p_int,1.82,mW
die,chip_area,45100,um2
power,power_frac_clock,0.275,
routing,dr.pass1.iters,5,
power,netSwitchingFraction,0.295,
sta,worstMarginPinSlew,0.857,ns
routing,drc,0,
setup_path,worst-path-max-fanout,6,
place,placedInstanceArea,23500,um2
setup_path,cp_cell_sequence,"clkdlybuf4s50_1 -> ha_1 -> a211oi_1 -> o21ai_0 -> a31oi_1 -> o21ai_0 -> xor2_1 -> nand4_1 -> nor4_1 -> xnor2_1",
cells_and_area,fin_area,24500,um2
sta,post-route-period-util,0.398,
run,warning_count,38,
clock_network,cts.sinks,249,
setup_path,worst_setup_path_start_kind,"primary input",
yosys,synthCells,1695,
sta,slew_headroom,0.428,
clock_network,ctsResizeCount,0,
clock_network,clk_pin_slew_worst_paths,0.06,ns
die,row_count,76,
power,seq_power_share,0.367,
grt,grt-ovfl-total,0,
yosys,ys_area,17700,um2
power,powerDensity,106,nW/um2
setup_path,path_class,"primary input to register",
sta,maxSlewViolCount,0,
yosys,top_area_cell,"edfxtp_1",
clock_network,postCtsHoldBufs,0,
hold_path,hold_depth,2,
place,dpl.cell_count,2769,
routing,drtAntennaViolNets,0,
power,leakagePower,9.28,nW
yosys,netlist.area_leader.share,0.422,
clock_network,h-tree-depth,1,
yosys,netlist_area,17700,um2
==> power by group through the flow <==
| stage | Sequential (mW) | Combinational (mW) | Clock (mW) |
|---|---|---|---|
| global route | 0.962 | 1.02 | 0.749 |
| finish | 0.948 | 0.926 | 0.711 |
| CTS | 0.951 | 0.935 | 0.729 |
==> how the worst max path moves through the flow <==
stage	from	endpoint	slack, ns	cells after the start
6_report	a1[1]	e11[15]	9.45	10
5_1_grt	a1[1]	e11[15]	9.04	10
4_1_cts	b1[1]	e11[15]	9.44	9
==> sequential cells by signal (all words and copies together) (netlist names) <==
name	count
e01	16
e40	16
e31	16
e60	16
e00	16
e71	14
e41	15
e11	16
e70	16
e51	15
e61	14
e21	15
e10	16
e50	16
e30	16
e20	16
==> synthesized netlist by cell type, types with 6 or more instances <==
cell / n
a211o_1: 7
a211oi_1: 16
a21o_1: 36
a21oi_1: 81
a221oi_1: 8
a311oi_1: 8
a31o_2: 6
a31oi_1: 12
and2_1: 13
and3_1: 24
buf_4: 7
clkbuf_1: 15
edfxtp_1: 249
fa_1: 8
ha_1: 141
inv_1: 84
mux2i_1: 7
nand2_1: 109
nand2b_1: 16
nand3_1: 52
nand3b_1: 9
nand4_1: 34
nor2_1: 137
nor2b_1: 9
nor3_1: 39
nor3b_1: 10
nor4_1: 22
o211ai_1: 21
o21a_1: 15
o21ai_0: 54
o21ai_1: 7
o31a_1: 7
o31ai_1: 6
or2_2: 11
or3_1: 12
xnor2_1: 194
xor2_1: 99
==> kinds of logic (layout without fill, tap and decap cells) <==
family	Yosys count	in the layout	share of synthesized area
xor gates and xnor gates	295	295	0.147
muxes	8	8	0.00460
and+or+nand+nor	538	538	0.158
DFF	249	249	0.422
adders and majority gates	149	149	0.109
other	0	4	0
AOI/OAI and AO/OA	344	344	0.134
buffers and inverters	112	657	0.0256
==> cells in the final DEF (no fill, tap or decap), drive strengths merged, types with 9 or more instances in the layout <==
cell type,instances
nand2,109
and3,24
nor2b,9
or3,12
a21oi,82
nor3,41
clkbuf,32
clkdlybuf4s50,513
nand2b,16
inv,90
nand3,52
a211oi,17
nand4,34
xor2,100
a221oi,9
o21ai,62
edfxtp,249
nor4,24
nor3b,12
o21a,15
a31oi,12
xnor2,195
a311oi,9
ha,141
and2,15
nand3b,9
nor2,138
a21o,36
clkinv,12
o211ai,23
or2,13
==> worst max-delay path, delay by kind of cell <==
family / cells / cell delay [ns]
AND-OR/OR-AND: 4 / 1.40
buffers and inverters: 1 / 0.43
XOR/XNOR: 2 / 0.60
adder cells (fa/ha/maj): 1 / 0.30
AND/OR/NAND/NOR: 2 / 0.70
==> per-layer routing <==
metal | track usage | vias to the layer above | part of all wire
met1 | 0.340 | 6864 | 0.41
met2 | 0.402 | 431 | 0.48
met5 | 0 | - | 0.00024
li1 | - | 7354 | -
met3 | 0.0683 | 73 | 0.081
met4 | 0.0655 | 2 | 0.032
==> metrics by stage <==
| step | util | hold slack [ns] |
|---|---|---|
| after floorplan | - | 3.34 |
| after global placement | 0.541 | 3.82 |
| after detailed placement | 0.541 | 3.82 |
| after CTS | 0.565 | 3.20 |
| after global routing | 0.565 | 3.23 |
| final | 0.565 | 3.23 |
==> final cells by class <==
cell class              instances  area, um2
clock buffers                  32        758
fillers                      3654      18900
diodes                          4       10.0
well taps                     585        732
clock inverters                24        255
repair buffers                517       5180
inverters                      84        323
flip-flops and latches        249       7480
multi-input cells            1334       9770
Power and IR drop assume default switching activity.
