`run.sh`:
```
#!/bin/bash
# OpenROAD 26Q1-2900-gdf79404cd8, Yosys 0.63+post, stock flow scripts
make -C /OpenROAD-flow-scripts/flow DESIGN_CONFIG=/design/flow/config.mk WORK_HOME=/design/flow/orfs finish
```
`config.mk`:
```
export PLATFORM = sky130hd
export DESIGN_NAME = top_bck
export DESIGN_NICKNAME = top_bck
export VERILOG_FILES = /design/flow/design.v
export SDC_FILE = /design/flow/constraint.sdc
export NUM_CORES = 4
export LEC_CHECK = 1
export CORE_UTILIZATION = 30
```
`constraint.sdc`:
```
current_design top_bck

set clk_period 27.0
set clk_io_pct 0.2

create_clock -name clk0 -period $clk_period [get_ports {clk}]

set non_clock_inputs [all_inputs -no_clocks]
set_input_delay [expr $clk_period * $clk_io_pct] -clock clk0 $non_clock_inputs
set_output_delay [expr $clk_period * $clk_io_pct] -clock clk0 [all_outputs]
```
`design.v`:
```
`timescale 1ns / 1ps
module adder(a,b,s,clk);
input clk;
input signed [15:0] a,b;
output reg signed[15:0] s;
always @(posedge clk)
    begin
        s = a+b;
    end
endmodule
`timescale 1ns / 1ps
module beta_SRAM(a0,a1,a2,a3,a4,a5,a6,a7,write_read_bck,in_data0,in_data1,in_data2,in_data3,in_data4,in_data5,in_data6,in_data7,out_data0,out_data1,out_data2,out_data3,out_data4,out_data5,out_data6,out_data7,clk,addr_b,write_done,read_done,rst);
parameter addr_width = 7;
parameter mem_width = 71;
parameter data_width =15;
input signed [data_width:0]in_data0,in_data1,in_data2,in_data3,in_data4,in_data5,in_data6,in_data7;
input clk,rst,write_read_bck;
input [addr_width:0] addr_b;
output reg signed [data_width:0] out_data0,out_data1,out_data2,out_data3,out_data4,out_data5,out_data6,out_data7;
output reg write_done,read_done;
input signed [15:0] a0,a1,a2,a3,a4,a5,a6,a7;
reg [data_width:0] mem[0:mem_width];
always@(posedge clk)
    begin
        if(rst)
            begin
                write_done<=0;
                read_done <= 0; 
                mem[mem_width] <=a7; mem[mem_width-1] <=a6 ; mem[mem_width-2] <= a5; mem[mem_width-3] <= a4;
                mem[mem_width-4] <= a3; mem[mem_width-5] <= a2; mem[mem_width-6] <= a1; mem[mem_width-7] <= a0;
            end
        else if(write_read_bck)  
            begin
               mem[addr_b] <= in_data0;
               mem[addr_b+1] <= in_data1;
               mem[addr_b+2] <= in_data2;
               mem[addr_b+3] <= in_data3;
               mem[addr_b+4] <= in_data4;
               mem[addr_b+5] <= in_data5;
               mem[addr_b+6] <= in_data6;
               mem[addr_b+7] <= in_data7;
               write_done <=1;
            end
        else
            begin
                out_data0 <= mem[addr_b];
                out_data1 <= mem[addr_b+1];
                out_data2 <= mem[addr_b+2];
                out_data3 <= mem[addr_b+3];
                out_data4 <= mem[addr_b+4];
                out_data5 <= mem[addr_b+5];
                out_data6 <= mem[addr_b+6];
                out_data7 <= mem[addr_b+7];
                read_done <= 1;
            end    
    end
endmodule
`timescale 1ns / 1ps
module comp(in1,in2,out,clk);
input clk;
input signed[15:0] in1,in2;
output reg signed[15:0] out;
reg signed [15:0]sub;
always @(posedge clk)
    begin
        sub =  in1 - in2;
        if(sub[15] ==1)
            out = in2;
        else
            out = in1;
    end
endmodule
`timescale 1ns / 1ps
module cont_bck(clk,rst,w_r_b,bd_addr,count_bck,done_count_bck,done_bck,count_main,stop);
input clk,rst;
input [3:0] count_bck, done_count_bck;
input [7:0] count_main;
output reg w_r_b,done_bck,stop;
output reg [7:0] bd_addr;
reg [3:0] state;
parameter S0 = 4'b0000,
          S1 = 4'b0001,
          S2 = 4'b0010,
          S3 = 4'b0011,
          S4 = 4'b0100,
          S5 = 4'b0101,
          S6 = 4'b0110,
          S7 = 4'b0111,
          S8 = 4'b1000;
always @(posedge clk)
    begin
        if(rst)
            begin
                state <=S0;
            end
        else
            begin
                case(state)
                    S0: begin  
                            w_r_b <=0;
                            bd_addr <= 8'd64;
                            state<=S1;
                        end
                    S1: begin   
                        state<=S2;
                        end
                    S2: begin   
                        state<=S3;
                        end
                    S3: begin   
                            bd_addr <= bd_addr-8;
                            w_r_b <=1;
                            state <= S4;
                        end
                    S4: begin
                        w_r_b <=0;
                        if(done_count_bck<4'd7)
                            begin
                                state<=S1;
                            end
                        else
                            state<=S5;
                        end
                   S5 : begin
                            done_bck <=1;
                            state<=S6;
                        end
                   S6:begin
                            done_bck <=0;
                            if(count_main == 8'd69)
                                begin
                                    state<=S7;
                                    bd_addr <= 8'd8;
                                end
                            else
                                state<=S6;
                      end
                  S7: begin
                            bd_addr <= bd_addr+8;
                            if(count_main ==8'd79)
                                begin
                                    state<=S8;
                                end
                            else
                                state<=S7;
                      end
                  S8 : begin
                            stop <=1'b1;
                       end
                endcase
            end
    end
endmodule
`timescale 1ns / 1ps
module counter_bck(clk,rst,count_bck,done_count_bck,done_bck);
input clk, rst,done_bck;
output reg [3:0] count_bck;
output reg [3:0] done_count_bck;
always @(posedge clk)
    begin
        if(rst) begin count_bck <=0;
                      done_count_bck <=0;
                end
        else count_bck = count_bck+1;
        if(count_bck == 4'd6)
            begin
            done_count_bck<=done_count_bck+1;
            count_bck <=4'd2;
            end
        if(done_bck)
            begin
                done_count_bck <=4'bXXXX;
                count_bck<=4'bXXXX;
            end
    end
endmodule
`timescale 1ns / 1ps
module gama_ROM(g00,g01,g10,g11,g20,g21,g30,g31,g40,g41,g50,g51,g60,g61,g70,g71,clk);
input clk;
output reg signed [15:0] g00,g01,g10,g11,g20,g21,g30,g31,g40,g41,g50,g51,g60,g61,g70,g71;
 reg [15:0]data[0:15];
 initial begin
    data[0] = 16'd5;  
    data[1] = 16'd4;  
    data[2] = 16'd1;  
    data[3] = 16'd10;  
    data[4] = 16'd15;  
    data[5] = 16'd3;  
    data[6] = 16'd2;  
    data[7] = 16'd2;  
    data[8] = 16'd6;  
    data[9] = 16'd11;  
    data[10] = 16'd7;  
    data[11] = 16'd9;  
    data[12] = 16'd13;  
    data[13] = 16'd17;  
    data[14] = 16'd14;  
    data[15] = 16'd6;  
    end
    always @(posedge clk)
        begin
            g00 <= data[0];
            g10 <= data[1];
            g20 <= data[2];
            g30 <= data[3];
            g40 <= data[4];
            g50 <= data[5];
            g60 <= data[6];
            g70 <= data[7];
            g01 <= data[8];
            g11 <= data[9];
            g21 <= data[10];
            g31 <= data[11];
            g41 <= data[12];
            g51 <= data[13];
            g61 <= data[14];
            g71 <= data[15];
        end
endmodule
`timescale 1ns / 1ps
module one_stage_bck(clk,rst,bd_addr,b0,b1,b2,b3,b4,b5,b6,b7,w_r_b,a0,a1,a2,a3,a4,a5,a6,a7);
output signed [15:0] b0,b1,b2,b3,b4,b5,b6,b7;
input clk,rst,w_r_b;
input [7:0] bd_addr;
input signed [15:0] a0,a1,a2,a3,a4,a5,a6,a7;
wire signed [15:0] bd_0,bd_1,bd_2,bd_3,bd_4,bd_5,bd_6,bd_7;
wire signed [15:0]g00,g01,g10,g11,g20,g21,g30,g31,g40,g41,g50,g51,g60,g61,g70,g71;
wire signed [15:0] sb00,sb01,sb10,sb11,sb20,sb21,sb30,sb31,sb40,sb41,sb50,sb51,sb60,sb61,sb70,sb71;
gama_ROM gama(.clk(clk),.g00(g00),.g10(g10),.g20(g20),.g30(g30),.g40(g40),.g50(g50),.g60(g60),.g70(g70),.g01(g01),.g11(g11),.g21(g21),.g31(g31),.g41(g41),.g51(g51),.g61(g61),.g71(g71));
beta_SRAM beta_mem(.clk(clk),.rst(rst),.write_read_bck(w_r_b),.addr_b(bd_addr),.in_data0(bd_0),.in_data1(bd_1),.in_data2(bd_2),.in_data3(bd_3),.in_data4(bd_4),.in_data5(bd_5),.in_data6(bd_6),.in_data7(bd_7),.out_data0(b0),.out_data1(b1),.out_data2(b2),.out_data3(b3),.out_data4(b4),.out_data5(b5),.out_data6(b6),.out_data7(b7),.a0(a0),.a1(a1),.a2(a2),.a3(a3),.a4(a4),.a5(a5),.a6(a6),.a7(a7));
adder bd00(.a(b0),.b(g00),.s(sb00),.clk(clk));
adder bd01(.a(b4),.b(g41),.s(sb01),.clk(clk));
comp cb0(.in1(sb00),.in2(sb01),.out(bd_0),.clk(clk));
adder bd10(.a(b4),.b(g40),.s(sb10),.clk(clk));
adder bd11(.a(b0),.b(g01),.s(sb11),.clk(clk));
comp cb1(.in1(sb10),.in2(sb11),.out(bd_1),.clk(clk));
adder bd20(.a(b5),.b(g50),.s(sb20),.clk(clk));
adder bd21(.a(b1),.b(g11),.s(sb21),.clk(clk));
comp cb2(.in1(sb20),.in2(sb21),.out(bd_2),.clk(clk));
adder bd30(.a(b1),.b(g10),.s(sb30),.clk(clk));
adder bd31(.a(b5),.b(g51),.s(sb31),.clk(clk));
comp cb3(.in1(sb30),.in2(sb31),.out(bd_3),.clk(clk));
adder bd40(.a(b2),.b(g20),.s(sb40),.clk(clk));
adder bd41(.a(b6),.b(g61),.s(sb41),.clk(clk));
comp cb4(.in1(sb40),.in2(sb41),.out(bd_4),.clk(clk));
adder bd50(.a(b6),.b(g60),.s(sb50),.clk(clk));
adder bd51(.a(b2),.b(g21),.s(sb51),.clk(clk));
comp cb5(.in1(sb50),.in2(sb51),.out(bd_5),.clk(clk));
adder bd60(.a(b7),.b(g70),.s(sb60),.clk(clk));
adder bd61(.a(b3),.b(g71),.s(sb61),.clk(clk));
comp cb6(.in1(sb60),.in2(sb61),.out(bd_6),.clk(clk));
adder bd70(.a(b3),.b(g30),.s(sb70),.clk(clk));
adder bd71(.a(b7),.b(g71),.s(sb71),.clk(clk));
comp cb7(.in1(sb70),.in2(sb71),.out(bd_7),.clk(clk));
endmodule
`timescale 1ns / 1ps
module top_bck(clk,rst,done_bck,a0,a1,a2,a3,a4,a5,a6,a7,b0,b1,b2,b3,b4,b5,b6,b7,count_main);
input clk,rst;
output done_bck;
input signed [15:0] a0,a1,a2,a3,a4,a5,a6,a7;
wire w_r_f,w_r_b;
wire [3:0] count_bck, done_count_bck;
wire [7:0] ad_addr,bd_addr;
output signed [15:0] b0,b1,b2,b3,b4,b5,b6,b7;
input [7:0] count_main;
cont_bck cont_b1(.clk(clk),.rst(rst),.w_r_b(w_r_b),.bd_addr(bd_addr),.count_bck(count_bck),.done_count_bck(done_count_bck),.done_bck(done_bck),.count_main(count_main));
counter_bck count_b1(.clk(clk),.rst(rst),.count_bck(count_bck),.done_count_bck(done_count_bck),.done_bck(done_bck));
one_stage_bck stage_b1(.clk(clk),.rst(rst),.bd_addr(bd_addr),.b0(b0),.b1(b1),.b2(b2),.b3(b3),.b4(b4),.b5(b5),.b6(b6),.b7(b7),.w_r_b(w_r_b),
.a0(a0),.a1(a1),.a2(a2),.a3(a3),.a4(a4),.a5(a5),.a6(a6),.a7(a7));
endmodule
```
==> Changelog: implementation <==
### Implementation results

* Post-Layout Inst Area at 85550 um^2
* Drt via density at 4.868
* Sw Pwr at 0.001492 W
* Worst rel slew slack at 0.3676
* Core area at 246400 um^2
* Latency at later pin at 0.80 ns
* Clk buf depth at 3
* Leakage power at 33.79 nW
* Via count at 42270
* Post-synth seq share at 0.6242
* Log Warnings at 53
* Die Area at 250200 um^2
* ANT nets after route at 0
* Ys cells at 5184
* DRC errors left at 0
* Critical path class: in -> reg
* Global Route Usage Sum at 0.1870
* Synthesis Warnings at 6
* Fill cell count at 23380
* Vias in the first global route at 43040
* Worst EP arrival at 9.35 ns
* # H-tree levels at 4
* Max FFs per register at 1152
* CTS Hold Buffers Added at 0
* Hold_sp: stage_b1.beta_mem.out_data7[0]
* Simple-Gate Area Share at 0.04273
* Syn avg cell area at 14.36 um^2
* CP required at 27.55 ns
* Post-CTS Resized at 0
* Top cells by area, synth: edfxtp_1 52%, dfxtp_1 10%, a21o_1 9.1%
* Worst VDD drop at 0.00005163 V
* Init Core Util at 0.3022
* Largest area contributor in the netlist: edfxtp_1
* Internal power at 0.004531 W
* Die width at 500.2 um
* Final slew viol count at 0
* Reg-to-reg setup timing slack at 22.73 ns
* Top comb family, area: multiplexers
* Clock Sink Count at 1677
* Row count at 182
* Final Hold Vio Count at 0
* Worst setup SP type: input port
* Status: finished clean
* Top_reg_cell synth: edfxtp_1
* HP Class: reg -> reg
* Clk network pwr share at 0.387
* Top cell type by instance count after synthesis: edfxtp_1
* Combinational fraction of design power at 0.105
* Largest net degree at the start of global routing at 111
* Cell Area, Placed at 80040 um^2
* TritonCTS Buffers at 174
* Clock tree from TritonCTS: done
* Mux cell area share after synthesis at 0.1333
* I/O pin total at 267
* Netlist Area Pre-Place at 74470 um^2
* Setup bufs post-CTS at 0
* Adder-cell share of the synthesized area at 0.02278
* Die H at 500.2 um
* Register clock-pin slew on the reported worst setup and hold paths at 0.06 ns
* WHS Endpoint: stage_b1.bd60.s[0]
* Fraction of registers with async set or reset after synthesis at 0
* Area Growth Syn to Fin at 14.88%
* Drt first pass iters at 5
* Min Tclk post-route at 8.801 ns
* Post-synth cell types at 52
* Mapped Cells at 5184
* TNS Setup at 0 ns
* Routed len/inst at 25.42 um
* Initial antenna violation count at 12
* Worst r2r src: cont_b1.bd_addr[6]
* RR Endpoint: stage_b1.beta_mem.mem[6][10]
* XOR-XNOR Cells, Area Fraction at 0.02897
* Root buf cell: clkbuf_16
* Worst R2R Path Depth at 9
* Routability Congestion at 0.8846
* Fmax at 0.1136 GHz
* Max Cap Viol at 0
* Slew @ Worst Pin at 0.9467 ns
* Seq cells post-synth at 1677
* Synth top cells by count: 1290 x edfxtp_1, 905 x a21o_1, 387 x dfxtp_1
* Top-area cell share at 0.5202
* Register share of total power at 0.508
* Switching share of power at 0.2477
* Routed WL at 220700 um
* # setup viols final at 0
* GR Overflow Total at 0
* Largest reg by FF count: stage_b1.beta_mem.mem
* Share of layout cells above drive strength 1 at 0.1649
* YS chip area at 74470 um^2
* 1st-iter DRT viols at 2953
* Cycle use final at 0.3260
* Crit path capture type: register
* Hold depth at 0
* First-pass GRT wire length at 315000 um
* Critical Path Fanout Max at 43
* Setup ws final at 18.20 ns
* EDFF count, synth at 1290
* Pwr Density at 70.41 nW/um^2
* And-or/or-and share of the synthesized area at 0.1098
* Port-buffer cells at 266
* DP Wirelength at 154800 um
* Final Skew at 0.02904 ns
* RSZ-0062 raised after global routing: false
* Dpl ws at 17.40 ns
* Final core utilization at 0.3472
-- power groups by stage --
stage     Combinational [W]  Sequential, W  Clock, W
6_report           0.000632        0.00306   0.00233
5_1_grt            0.000689        0.00307   0.00247
4_1_cts            0.000643        0.00306   0.00237
-- metal layers --
| layer | up-vias | global-route usage | share of wire |
|---|---|---|---|
| li1 | 19270 | - | - |
| met5 | - | 0 | 0.00027 |
| met1 | 21270 | 0.2320 | 0.37 |
| met4 | 8 | 0.05664 | 0.039 |
| met2 | 1446 | 0.3019 | 0.49 |
| met3 | 277 | 0.07984 | 0.099 |
-- critical path, cell delays in order --
cell	delay (ns)
clkdlybuf4s50_1	0.45
buf_4	0.22
nand2b_4	0.17
nor2_1	0.16
nand2_1	0.26
nor2_4	0.20
buf_4	0.40
buf_4	0.51
buf_4	0.53
buf_4	0.50
nor2b_1	0.23
a21o_1	0.21
-- cells in the final DEF, fill, tap and decap left out, types with 137 or more instances in the layout --
cell type and count:
mux2_2 244, nand2_1 239, edfxtp_1 1290, clkdlybuf4s50_1 266, clkbuf_16 175, dfxtp_1 387, a21o_1 905, inv_1 153
mux4_2 256, nor2b_1 137, o21ai_0 160
-- through the flow --
| stage | total power, W | cells | hold slack [ns] |
|---|---|---|---|
| after CTS | 0.006080 | 8680 | 0.3803 |
| after floorplan | 0.003466 | 5184 | 0.3233 |
| after global placement | 0.003744 | 8359 | 0.3595 |
| after global routing | 0.006236 | 8681 | 0.3925 |
| after detailed placement | 0.003753 | 8359 | 0.3719 |
| final | 0.006023 | 8683 | 0.3791 |
-- cell type report --
cell class | instances | area, um^2 | share of cell area
diodes | 3 | 7.507 | 0.00008775
clock buffers | 252 | 4949 | 0.05784
clock inverters | 69 | 553.0 | 0.006465
inverters | 153 | 574.3 | 0.006713
multi-input cells | 2844 | 25220 | 0.2948
flip-flops and latches | 1677 | 46480 | 0.5434
well taps | 3312 | 4144 | 0.04844
repair buffers | 373 | 3616 | 0.04227
-- cell families (layout without fill, tap and decap cells) --
| group | after synthesis | in the layout |
|---|---|---|
| AND-OR/OR-AND | 1169 | 1169 |
| other | 0 | 3 |
| AND/OR/NAND/NOR | 664 | 664 |
| flip-flops | 1677 | 1677 |
| buffers and inverters | 663 | 847 |
| adder cells (fa/ha/maj) | 135 | 135 |
| multiplexers | 640 | 640 |
| XOR/XNOR | 236 | 236 |
-- how the worst max path moves through the flow --
stage	start	to	slack [ns]	depth (start not counted)
after global routing	rst	stage_b1.beta_mem.mem[57][9]	17.97	12
after CTS	rst	stage_b1.beta_mem.mem[57][9]	18.25	12
final	rst	stage_b1.beta_mem.mem[57][9]	18.20	12
Power figures rest on the tool's default switching activity, not on a simulated workload.
